==> flow/design.v <==
module ahbslave(HCLK, HRESET,HWRITE,HREADYIN,HTRANS,HWDATA,HADDR,PIPED0,PIPED1,PIPEA0,PIPEA1,VALID,TEMP_SEL, HWRITEREG);
output reg HWRITEREG;
input HCLK,HRESET,HWRITE,HREADYIN;
input [1:0] HTRANS;
input[31:0]HWDATA,HADDR;
output VALID;
output [2:0] TEMP_SEL;
output reg[31:0] PIPED0,PIPED1,PIPEA0,PIPEA1;
parameter SEQ=2'b01;
parameter NSEQ=2'b10;
assign VALID =(HADDR>=32'h8000_0000 && HADDR<= 32'h8FFF_FFFF && HTRANS == SEQ || HTRANS == NSEQ && (HREADYIN==1) );
assign TEMP_SEL[0]=(HADDR>=32'h8000_0000)&&(HADDR<=32'h8400_0000);
assign TEMP_SEL[1]=(HADDR>32'h8400_0000)&&(HADDR<=32'h8800_00000);
assign TEMP_SEL[2]=(HADDR>32'h8800_0000)&&(HADDR<=32'h8C00_00000);
always @(posedge HCLK)
begin 
 if(HRESET==1)
begin
  PIPEA0<=32'h0;
  PIPEA1<=32'h0;
  PIPED0<=32'h0;
  PIPED1<=32'h0;
  HWRITEREG <= 0;
end
else
 begin
 PIPEA0<=HADDR;
 PIPEA1<=PIPEA0;
 PIPED0<=HWDATA;
 PIPED1<=PIPED0;
 HWRITEREG <= HWRITE;
 end
end
endmodule
module bridgetop(HCLK,HRESET,PENABLE,PWRITE,PSEL,PADDR,PWDATA,HREADYOUT,HWRITE,HREADYIN,HWDATA,HADDR,HTRANS);
input HCLK,HRESET,HWRITE,HREADYIN;
input[1:0] HTRANS;
input[31:0] HWDATA,HADDR;
output wire PENABLE,PWRITE,HREADYOUT;
output wire [2:0] PSEL;
output wire [31:0] PADDR,PWDATA;
wire w1,w7;
wire[2:0]w2;
wire[31:0]w3,w4,w5,w6;
ahbslave ahb(.HCLK(HCLK),.HWRITE(HWRITE),.HRESET(HRESET),.HREADYIN(HREADYIN),.HTRANS(HTRANS),.HWDATA(HWDATA),.HADDR(HADDR),.VALID(w1),.TEMP_SEL(w2),.PIPEA0(w3),.PIPEA1(w4),.PIPED0(w5),.PIPED1(w6), .HWRITEREG(w7));
fsmcontroller fsm(.HCLK(HCLK),.HRESETn(HRESET),.VALID(w1),.HWDATA0(w5),.HWDATA1(w6),.HADDR0(w3),.HADDR1(w4),.TEMP(w2),.PENABLE(PENABLE),.PWRITE(PWRITE),.HREADOUT(HREADYOUT),.PSEL(PSEL),.PADDR(PADDR),.PWDATA(PWDATA),.HWRITE(HWRITE),.HWRITEREG(w7));
endmodule
module fsmcontroller(HCLK,HRESETn,VALID,HWDATA0,HWDATA1,HADDR0,HADDR1,TEMP,PENABLE,PWRITE,HREADOUT,PSEL,PADDR,PWDATA,HWRITE,HWRITEREG);
input VALID,HCLK;
input HWRITE,HRESETn,HWRITEREG;
reg [2:0] nex_state, state;
input[31:0]HWDATA0,HWDATA1,HADDR0,HADDR1;
input[2:0]TEMP;
output reg PENABLE,HREADOUT,PWRITE;
output reg[2:0] PSEL;
output reg[31:0]PADDR,PWDATA;
reg hreadyout_temp, pwrite_temp, penable_temp;
reg [31:0] hrdata_temp, paddr_temp, pwdata_temp;
reg [2:0] pselx_temp;
parameter ST_IDLE = 3'b111;
parameter ST_READ = 3'b101;
parameter ST_WWAIT = 3'b010;
parameter ST_WRITE = 3'b001;
parameter ST_WENABLE = 3'b100;
parameter ST_WRITEP = 3'b110;
parameter ST_WENABLEP = 3'b011;
parameter ST_RENABLE = 3'b000;
always@(posedge HCLK)
begin
if(HRESETn)
state<=ST_IDLE;
else
state<=nex_state;
end
always@(state,VALID,HWRITE,HWRITEREG)
begin
nex_state=ST_IDLE;
case(state)
ST_IDLE:begin
	if(VALID==1 & HWRITE==1)
	nex_state=ST_WWAIT;
	else if(VALID==1 & HWRITE==0)
	nex_state=ST_READ;
	else
	nex_state=ST_IDLE;
	end
ST_WWAIT:begin
	if(VALID==1)
	nex_state=ST_WRITEP;
	else
	nex_state=ST_WRITE;
	end
ST_WRITEP:begin
	if(VALID==1)
	nex_state=ST_WENABLEP;
	else
	nex_state=ST_WENABLE;
	end
ST_WRITE:begin
	if(VALID==0)
	nex_state=ST_WENABLE;
	else
	nex_state=ST_WENABLEP;
	end
ST_WENABLEP:begin
	if(VALID==1 & HWRITEREG==1)
	nex_state=ST_WRITEP;
	else if(VALID==0 & HWRITEREG==1)
	nex_state=ST_WRITE;
	else 
	nex_state=ST_READ;
	end
ST_WENABLE:begin
	if(VALID==1 & HWRITE==0)
	nex_state=ST_READ;
	else if(VALID==1 & HWRITE==1)
	nex_state=ST_WWAIT;
	else
	nex_state=ST_IDLE;
	end
ST_READ:begin
	if(VALID==1 & HWRITE==0)
	nex_state<=ST_READ;
	else if(VALID==1 & HWRITE==1)
	nex_state=ST_WWAIT;
	else
	nex_state=ST_IDLE;
	end
ST_RENABLE: begin
	if(VALID==1 &HWRITE==0)
	nex_state=ST_READ;
	else if(VALID==1 & HWRITE==1)
	nex_state=ST_WWAIT;
	else
	nex_state=ST_IDLE;
	end 
endcase
end
always@(*)
begin
{hreadyout_temp, penable_temp, pwrite_temp,  pselx_temp, paddr_temp, pwdata_temp, hrdata_temp} = 0;
 case(state)
ST_IDLE: begin
	hreadyout_temp = 1;
	penable_temp=0;
	pselx_temp=0;
	end
ST_READ: begin
	paddr_temp = HADDR0;
	pselx_temp = TEMP;
	hreadyout_temp = 0;
	end
ST_WWAIT: begin
	hreadyout_temp = 1;
	end	
ST_WRITE: begin 
	paddr_temp = HADDR0;
	pselx_temp = TEMP;	
	pwrite_temp = 1;
	penable_temp = 1;
	hreadyout_temp = 1;
	pwdata_temp = HWDATA0;   
	end
ST_WENABLE: begin
	penable_temp = 1;
	pwrite_temp = 1;   
	pwdata_temp = HWDATA0;
	paddr_temp = HADDR1;
	pselx_temp = TEMP;
	hreadyout_temp = 1;
	end
ST_WRITEP: begin
	paddr_temp = HADDR0;
	pselx_temp = TEMP;
	pwrite_temp = 1;
	penable_temp = 1;
	pwdata_temp = HWDATA1;
	hreadyout_temp = 0;
	end
ST_WENABLEP: begin 
	hreadyout_temp = 1;
	pwrite_temp = 1;
	penable_temp = 1;
	pwdata_temp = HWDATA0;
	paddr_temp = HADDR1;
	pselx_temp = TEMP;
	end
ST_RENABLE: begin
	penable_temp = 1;
	paddr_temp = HADDR1;
	pselx_temp = TEMP;
	hreadyout_temp = 1;
	end
endcase
end
always@(posedge HCLK)
begin
if (HRESETn)
{PENABLE,PWRITE,PSEL,PADDR,PWDATA,HREADOUT} = 0;
else
PENABLE <= penable_temp;
PWRITE <= pwrite_temp;
PSEL <= pselx_temp;
PADDR <= paddr_temp;
PWDATA <= pwdata_temp;
HREADOUT <= hreadyout_temp;
end
endmodule
==> flow/run.sh <==
#!/bin/bash
# OpenROAD 26Q1-2900-gdf79404cd8, Yosys 0.63+post, stock flow scripts
make -C /OpenROAD-flow-scripts/flow DESIGN_CONFIG=/design/flow/config.mk WORK_HOME=/design/flow/orfs finish
==> flow/config.mk <==
export PLATFORM = sky130hd
export DESIGN_NAME = bridgetop
export DESIGN_NICKNAME = bridgetop
export VERILOG_FILES = /design/flow/design.v
export SDC_FILE = /design/flow/constraint.sdc
export NUM_CORES = 4
export LEC_CHECK = 1
export CORE_UTILIZATION = 30
==> flow/constraint.sdc <==
current_design bridgetop

set clk_period 4.1
set clk_io_pct 0.2

create_clock -name clk0 -period $clk_period [get_ports {HCLK}]

set non_clock_inputs [all_inputs -no_clocks]
set_input_delay [expr $clk_period * $clk_io_pct] -clock clk0 $non_clock_inputs
set_output_delay [expr $clk_period * $clk_io_pct] -clock clk0 [all_outputs]
==> flow_summary.html <==
<h2>Synthesis and place &amp; route</h2>
<table>
<tr><th>Metric</th><th>Value</th></tr>
<tr><th colspan="2">Timing</th></tr>
<tr><td>Fin. max-slew vios</td><td>0</td></tr>
<tr><td>Final tally of setup violations</td><td>0</td></tr>
<tr><td>Total negative slack</td><td>0 ps</td></tr>
<tr><td>Upper clock frequency limit</td><td>432 MHz</td></tr>
<tr><td>Final Hold Slack</td><td>435 ps</td></tr>
<tr><td>Slew at the pin with the worst max-slew slack</td><td>757 ps</td></tr>
<tr><td>Clock period minus worst slack</td><td>2310 ps</td></tr>
<tr><td>Worst Slack Setup Final</td><td>1790 ps</td></tr>
<tr><td>Max-slew headroom at the worst pin</td><td>49.6%</td></tr>
<tr><td>Post-route fraction of the period consumed by the critical path</td><td>56.4%</td></tr>
<tr><td>Final Hold Vio Count</td><td>0</td></tr>
<tr><td>Setup repair after global routing missed its margin</td><td>no</td></tr>
<tr><td>Clock Skew</td><td>6.25 ps</td></tr>
<tr><th colspan="2">Drt</th></tr>
<tr><td>Via count normalized by instance count</td><td>4.23</td></tr>
<tr><td>Number of iterations in the first detailed-routing pass</td><td>4</td></tr>
<tr><td>Number of vias after detailed routing</td><td>3776</td></tr>
<tr><td>Antenna Nets Post-Route</td><td>0</td></tr>
<tr><td>Average detailed-routed wire length per instance</td><td>13.7 microns</td></tr>
<tr><td>Diodes inserted</td><td>0</td></tr>
<tr><td>Final WL</td><td>12.2 mm</td></tr>
<tr><td>Iteration-0 DRC Markers</td><td>79</td></tr>
<tr><td>Residual DRC count</td><td>0</td></tr>
<tr><th colspan="2">CTS</th></tr>
<tr><td>PostCTS Resize Cnt</td><td>0</td></tr>
<tr><td>Count of hold-fix buffers inserted at cts</td><td>0</td></tr>
<tr><td>CTS sink cnt</td><td>206</td></tr>
<tr><td>Clock Tree Buf Depth</td><td>3</td></tr>
<tr><td>Worst skew pair latency</td><td>490 ps</td></tr>
<tr><td>Count of H-tree levels built during CTS</td><td>1</td></tr>
<tr><td>Buffers inserted by post-CTS timing repair</td><td>0</td></tr>
<tr><td>Clock tree from TritonCTS</td><td>done</td></tr>
<tr><td>CTS root buf</td><td>clkbuf_16</td></tr>
<tr><td>CTS buffer count</td><td>22</td></tr>
<tr><td>Clock-pin slew reported for the worst setup and hold paths after clock tree synthesis</td><td>60 ps</td></tr>
<tr><th colspan="2">Placed design</th></tr>
<tr><td>Port Buffer Count</td><td>139</td></tr>
<tr><td>Setup slack after placement</td><td>1310 ps</td></tr>
<tr><td>Cell total after placement</td><td>854</td></tr>
<tr><td>Weighted congestion reported at the end of routability-driven placement</td><td>0.845</td></tr>
<tr><td>Final HPWL DP</td><td>7.72 mm</td></tr>
<tr><td>Standard cell area after detailed placement</td><td>7560 sq um</td></tr>
<tr><th colspan="2">Synth</th></tr>
<tr><td>Adders+Majority by Area</td><td>0%</td></tr>
<tr><td>Number of cell instances after yosys synthesis</td><td>476</td></tr>
<tr><td>Chip area estimate from yosys synthesis</td><td>5950 sq um</td></tr>
<tr><td>Post-synth EDFFs</td><td>0</td></tr>
<tr><td>Share of cell area taken by muxes after synthesis</td><td>0%</td></tr>
<tr><td>Largest family of logic cells by area</td><td>simple AND/OR/NAND/NOR gates</td></tr>
<tr><td>Sequential cell area fraction in the yosys report</td><td>69.4%</td></tr>
<tr><td>Summed instance area of the synthesized netlist</td><td>5950 sq um</td></tr>
<tr><td>Post-Synth Simple-Gate Area</td><td>17.9%</td></tr>
<tr><td>Synthesized area per cell</td><td>12.5 sq um</td></tr>
<tr><td>Yosys cell types</td><td>30</td></tr>
<tr><td>Commonest flop</td><td>dfxtp_1</td></tr>
<tr><td>Number of synthesis warnings</td><td>4</td></tr>
<tr><td>Number of register bits inferred by synthesis</td><td>206</td></tr>
<tr><td>Xor/xnor share</td><td>0%</td></tr>
<tr><td>Post-Syn Instances</td><td>476</td></tr>
<tr><td>Async S/R FF share, synth</td><td>0%</td></tr>
<tr><td>Post-synthesis share of cell area spent on and-or and or-and gates</td><td>10.3%</td></tr>
<tr><th colspan="2">Power</th></tr>
<tr><td>PnR Total Power</td><td>4.14 mW</td></tr>
<tr><td>Highest ir drop seen on vdd</td><td>0.000294 V</td></tr>
<tr><td>Leakage power</td><td>3.14 nW</td></tr>
<tr><td>Cell area power density</td><td>502 nW/um^2</td></tr>
<tr><th colspan="2">Global route</th></tr>
<tr><td>Congestion Overflow GR</td><td>0</td></tr>
<tr><td>Total GRT Usage</td><td>12.5%</td></tr>
<tr><td>Number of global-route vias before repair</td><td>3743</td></tr>
<tr><td>Wire length of the first global-routing pass</td><td>19.3 mm</td></tr>
<tr><td>Antenna violations before repair</td><td>0</td></tr>
<tr><td>Largest net degree at the start of global routing</td><td>58</td></tr>
<tr><th colspan="2">Critical path</th></tr>
<tr><td>Classification of the worst setup path</td><td>in2reg</td></tr>
<tr><td>Sort of element at the start of the critical path</td><td>primary input</td></tr>
<tr><td>Arrival time worst endpoint</td><td>2730 ps</td></tr>
<tr><td>Worst setup EP type</td><td>flop</td></tr>
<tr><td>Critical-path maximum fanout</td><td>4</td></tr>
<tr><td>Data required, critical path</td><td>4520 ps</td></tr>
<tr><th colspan="2">Final layout</th></tr>
<tr><td>Fraction of layout cells with a size suffix above 1</td><td>7.02%</td></tr>
<tr><td>Final core utilization</td><td>42.4%</td></tr>
<tr><td>Number of standard cells in the layout, taps in and fillers out</td><td>892</td></tr>
<tr><td>Area growth from synthesis to final layout</td><td>38.8%</td></tr>
<tr><td>Layout Cell Area excl Fill</td><td>8250 sq um</td></tr>
<tr><th colspan="2">Job</th></tr>
<tr><td>Log Warnings</td><td>25</td></tr>
<tr><td>Number of max-capacitance violations reported</td><td>0</td></tr>
<tr><th colspan="2">Floorplan</th></tr>
<tr><td>Core Region</td><td>19500 sq um</td></tr>
<tr><td>Total I/O pin count</td><td>140</td></tr>
<tr><td>Initial standard-cell utilization of the core</td><td>30.5%</td></tr>
<tr><td>Row count</td><td>51</td></tr>
<tr><td>Die footprint</td><td>20400 sq um</td></tr>
<tr><td>Vertical die dimension</td><td>143 microns</td></tr>
<tr><td>Horizontal die dimension</td><td>143 microns</td></tr>
<tr><th colspan="2">Outcome</th></tr>
<tr><td>Result of the run</td><td>complete, no violations</td></tr>
<tr><th colspan="2">Worst hold path</th></tr>
<tr><td>Min-delay worst type</td><td>reg2reg</td></tr>
</table>
==> layer usage <==
metal / share of wire, % / GRT usage [%]
met5: 0 / 0
met1: 48 / 18.7
met2: 41 / 17.7
met3: 8.7 / 4.13
met4: 2.6 / 3.17
==> worst max-delay path, cell delays in order <==
cell             delay, ps
clkdlybuf4s50_1        570
nor4b_2                530
a21boi_0               320
o32a_1                 400
nor2_1                  90
==> power breakdown <==
part | switching [mW] | internal (mW) | total [mW]
Sequential | 0.0255 | 2.07 | 2.10
Clock | 0.737 | 1.12 | 1.85
Combinational | 0.0725 | 0.118 | 0.191
==> cell usage in the layout, fill, tap and decap left out, drive strengths merged <==
cell type / count
conb: 1
a22o: 64
nor4b: 2
clkinv: 2
or2: 3
clkinvlp: 1
and4: 1
a21oi: 3
o21ai: 1
clkbuf: 35
a21boi: 1
nor4: 7
buf: 5
inv: 2
nand3b: 1
o21bai: 1
nor3: 4
or3: 3
nor3b: 1
nand4: 2
nor2b: 132
a31oi: 1
nor2: 4
nand2: 3
dfxtp: 206
or4: 2
o32a: 1
clkdlybuf4s50: 138
==> sequential cells by signal, indices dropped and copies added (netlist names), 3 cells and up <==
| register | count |
|---|---|
| fsm.PWDATA | 32 |
| ahb.PIPEA1 | 32 |
| ahb.PIPED1 | 32 |
| fsm.PSEL | 3 |
| ahb.PIPED0 | 32 |
| fsm.PADDR | 32 |
| ahb.PIPEA0 | 32 |
| fsm.state | 7 |
==> logic make-up after synthesis <==
kind of cell / Yosys count
compound gates: 72
buf+inv: 32
flops: 206
other cells: 1
simple gates: 165
==> Yosys cell counts, types with 2 or more instances <==
library cell / count / area share (%)
inv_1: 2 / 0.13
nand2_1: 3 / 0.19
clkbuf_1: 25 / 1.6
a21oi_1: 3 / 0.25
buf_6: 3 / 0.57
nor3_1: 4 / 0.34
or2_2: 3 / 0.32
a22o_1: 64 / 9.4
nor4b_2: 2 / 0.51
nor4_1: 6 / 0.63
dfxtp_1: 206 / 69
or3_1: 2 / 0.21
nor2b_1: 132 / 14
nand4_1: 2 / 0.21
nor2_1: 3 / 0.19
or4_1: 2 / 0.25
==> final timing paths <==
path / startpoint / endpoint / slack [ps] / cells past startpoint
setup / recovery: HADDR[31] / fsm.state[5] / 1790 / 5
hold / removal: ahb.PIPED1[20] / fsm.PWDATA[20] / 440 / 1
setup reg to reg: fsm.state[1] / fsm.PWDATA[24] / 2060 / 5
hold reg to reg: ahb.PIPED1[20] / fsm.PWDATA[20] / 440 / 1
==> final cells by class <==
type	instances	area, sq um
clock inverter	3	21.3
timing repair buffer	143	1420
sequential	206	4120
inverter	2	7.51
multi-input combinational	238	1680
tap	265	332
clock buffer	35	671
fill	1761	11200
Power figures rest on the tool's default switching activity, not on a simulated workload.
